$ cat config.mk
export PLATFORM = sky130hd
export DESIGN_NAME = morse_multiple
export DESIGN_NICKNAME = morse_multiple
export VERILOG_FILES = /design/flow/design.v
export SDC_FILE = /design/flow/constraint.sdc
export NUM_CORES = 4
export LEC_CHECK = 1
export CORE_AREA = 10 10 113 113
export DIE_AREA = 0 0 123 123
$ cat constraint.sdc
current_design morse_multiple

set clk_period 3.3
set clk_io_pct 0.2

create_clock -name clk0 -period $clk_period [get_ports {clk}]

set non_clock_inputs [all_inputs -no_clocks]
set_input_delay [expr $clk_period * $clk_io_pct] -clock clk0 $non_clock_inputs
set_output_delay [expr $clk_period * $clk_io_pct] -clock clk0 [all_outputs]
$ cat design.v
module morse_multiple(
	clk,
	resetn,
	letter,
	start,
	light
);
	parameter num_instances = 1;
	input clk, resetn;
    input [2:0] letter;
    input start;
    output light;
	wire [num_instances-1:0] start_internal;
	wire [num_instances:0] light_internal;
    assign light_internal[num_instances] = start;
    assign light = light_internal[0];
	genvar i;
	generate
		for (i=0; i<num_instances; i=i+1) begin:gen_loop
			assign start_internal[i] = light_internal[i+1];
            morse morse_inst (
				.clk(clk),
				.resetn(resetn),
				.letter(letter[2:0]),
				.start(start_internal[i]),
				.light(light_internal[i])
			);
		end
	endgenerate
endmodule
module morse(
	clk,
	resetn,
	letter,
	start,
	light
);
	input clk, resetn;
	input [2:0] letter;
	input start;
	output light;
	wire time_is_up, end_of_sequence;
	wire sequence_load, sequence_shift, length_enable, timer_clear, symbol_counter_clear, symbol_counter_enable, pausing;
	control control_inst (
		.clk(clk), 
		.resetn(resetn),
		.start(start),
		.time_is_up(time_is_up),
		.end_of_sequence(end_of_sequence),
		.light(light),
		.sequence_load(sequence_load), 
		.sequence_shift(sequence_shift),
		.length_enable(length_enable),
		.timer_clear(timer_clear),
		.symbol_counter_clear(symbol_counter_clear),
		.symbol_counter_enable(symbol_counter_enable),
		.pausing(pausing)
	);
	datapath datapath_inst (
		.clk(clk), 
		.resetn(resetn),
		.letter(letter),
		.sequence_load(sequence_load), 
		.sequence_shift(sequence_shift),
		.length_enable(length_enable),
		.timer_clear(timer_clear),
		.symbol_counter_clear(symbol_counter_clear),
		.symbol_counter_enable(symbol_counter_enable),
		.pausing(pausing),
		.time_is_up(time_is_up),
		.end_of_sequence(end_of_sequence)
	);	
endmodule
module control(
	clk, 
	resetn,
	start,
	time_is_up,
	end_of_sequence,
	light,
	sequence_load, 
	sequence_shift,
	length_enable,
	timer_clear,
	symbol_counter_clear,
	symbol_counter_enable,
	pausing
);
	parameter s0=3'd0, s1=3'd1, s2=3'd2, s3=3'd3, s4=3'd4, s5=3'd5;
	input clk, resetn;
	input start;
	input time_is_up, end_of_sequence;
	output light;
	output sequence_load, sequence_shift;
	output length_enable;
	output timer_clear;
	output symbol_counter_clear;
	output symbol_counter_enable;
	output pausing;
	reg [2:0] current_state, next_state;
	always@(*) begin
		case (current_state)
		s0:	if (start) next_state = s1; 
			else next_state = s0;
		s1:	if (time_is_up) next_state = s4; 
			else next_state = s1;
		s2:	if (end_of_sequence) next_state = s3;
			else next_state = s1;
		s3:	if (start) next_state = s3;
			else next_state = s0;
		s4: next_state = s5;
		s5:	if (time_is_up) next_state = s2; 
			else next_state = s5;
		default: next_state = 3'bx;
		endcase
	end
	always@(posedge clk or negedge resetn) begin
		if (!resetn) current_state <= s3;
		else current_state <= next_state;
	end
	assign light = (current_state == s1);
	assign sequence_load = (current_state == s0);
	assign sequence_shift = (current_state == s2);
	assign length_enable = (current_state == s0);
	assign timer_clear = (current_state == s0 || current_state == s2 || current_state == s4);
	assign symbol_counter_clear = (current_state == s0);
	assign symbol_counter_enable = (current_state == s2);
	assign pausing = (current_state == s5);
endmodule
module datapath(
	clk, 
	resetn,
	letter,
	sequence_load, 
	sequence_shift,
	length_enable,
	timer_clear,
	symbol_counter_clear,
	symbol_counter_enable,
	pausing,
	time_is_up,
	end_of_sequence
);
	parameter count_500ms = 27'd25000000;
	parameter count_1500ms = 27'd75000000;
	input clk, resetn;
	input [2:0] letter;
	input sequence_load, sequence_shift;
	input length_enable;
	input timer_clear;
	input symbol_counter_clear;
	input symbol_counter_enable;
	input pausing;
	output time_is_up;
	output end_of_sequence;
	wire [3:0] sequence_decoded;
	wire [1:0] length_decoded, length_q;
	wire current_symbol_is_dash;
	wire [1:0] symbol_counter_q;
	wire [26:0] timer_q;
	assign time_is_up = (pausing ? (count_500ms == timer_q) : (timer_q == (current_symbol_is_dash ? count_1500ms : count_500ms) ));
	assign end_of_sequence = (symbol_counter_q == length_q);
	letter_decoder letter_decoder_inst(
		.letter(letter),
		.my_sequence(sequence_decoded),
		.length(length_decoded)
	);
	shift_reg #(
		.width(4)
	) sequence_shift_reg (
		.clk(clk),
		.resetn(resetn),
		.shift(sequence_shift),
		.load(sequence_load),
		.load_data(sequence_decoded),
		.q(current_symbol_is_dash)
	);
	register #(
		.width(2)
	) length_reg (
		.clk(clk),
		.resetn(resetn),
		.enable(length_enable),
		.d(length_decoded),
		.q(length_q)
	);
	counter #(
		.width(27)
	) timer (
		.clk(clk),
		.resetn(resetn),
		.clear(timer_clear),
		.enable(~time_is_up),
		.q(timer_q)
	);
	counter #(
		.width(2)
	) symbol_counter (
		.clk(clk),
		.resetn(resetn),
		.clear(symbol_counter_clear),
		.enable(symbol_counter_enable),
		.q(symbol_counter_q)
	);
endmodule
module letter_decoder(
	letter,
	my_sequence,
	length
);
	input [2:0] letter;
	output reg [3:0] my_sequence;
	output reg [1:0] length;
	always@(*) begin
		case(letter)
		3'd0:	begin
				my_sequence = 4'bxx10;
				length = 2'd1;
				end
		3'd1:	begin
				my_sequence = 4'b0001;
				length = 2'd3;
				end
		3'd2:	begin
				my_sequence = 4'b0101;
				length = 2'd3;
				end
		3'd3:	begin
				my_sequence = 4'bx001;
				length = 2'd2;
				end
		3'd4:	begin
				my_sequence = 4'bxxx0;
				length = 2'd0;
				end
		3'd5:	begin
				my_sequence = 4'b0100;
				length = 2'd3;
				end
		3'd6:	begin
				my_sequence = 4'bx111;
				length = 2'd2;
				end
		3'd7:	begin
				my_sequence = 4'b1111;
				length = 2'd3;
				end
		endcase
	end
endmodule
module register(
	clk,
	resetn,
	enable,
	d,
	q
);
	parameter width = 4;
	input clk, resetn;
	input enable;
	input [width-1:0] d;
	output reg [width-1:0] q;
	always@(posedge clk or negedge resetn) begin
		if (!resetn) q <= 0;
		else if (enable) q <= d;
		else q <= q;
	end
endmodule
module shift_reg(
	clk,
	resetn,
	shift,
	load,
	load_data,
	q
);
	parameter width = 4;
	input clk, resetn;
	input shift, load;
	input [width-1:0] load_data;
	output q;
	reg [width-1:0] q_parallel;
	assign q = q_parallel[0];
	always@(posedge clk or negedge resetn) begin
		if (!resetn) q_parallel <= 0;
		else if (load) q_parallel <= load_data;
		else if (shift) q_parallel <= {1'b0, q_parallel[width-1:1]};
		else q_parallel <= q_parallel;
	end
endmodule
module counter(
	clk,
	resetn,
	clear,
	enable,
	q
);
	parameter width = 4;
	input clk, resetn;
	input clear, enable;
	output reg [width-1:0] q;
	always@(posedge clk or negedge resetn) begin
		if (!resetn) q <= 0;
		else if (clear) q <= 0;
		else if (enable) q <= q + 1'b1;
		else q <= q;
	end
endmodule
$ cat run.sh
#!/bin/bash
# OpenROAD 26Q1-2900-gdf79404cd8, Yosys 0.63+post, stock flow scripts
make -C /OpenROAD-flow-scripts/flow DESIGN_CONFIG=/design/flow/config.mk WORK_HOME=/design/flow/orfs finish
==> run summary <==
Flow results are below.

- The register share after synthesis is 0.4887, for reference.
- Per the final timing report, the hold violations number 0.
- The commonest register cell after synthesis is dfrtp_1, for reference.
- The number of nets with antenna violations after routing is 0, for reference.
- The clock root buffer is clkbuf_8, for reference.
- The post-synth tally of flip-flops with integrated enable is 0, for reference.
- According to the floorplan report, the placeable core area is 10320 sq um.
- On the final layout, the worst clock skew is 0.004020 ns.
- The die is 123 um tall.
- Headroom to the max-slew limit came out at 0.5127.
- The clock slew at the register clock pins of the worst setup and hold paths is 0.08 ns, for reference.
- The sort of element at the end of the critical path is a register, for reference.
- The number of top-level design ports is 7, for reference.
- TritonCTS built the clock tree.
- The cell count in the Yosys report is 215, for reference.
- The number of H-tree levels is 2, for reference.
- The highest clock rate this design can be run at is 0.4325 GHz.
- The HPWL after detailed placement is 2691 um.
- The detailed router reported a total wirelength of 3917 um.
- According to the timing report, the arrival time at the worst endpoint equals 2.48 ns.
- For this run, the detailed router's first-pass iteration total came to 4.
- The initial utilization of the core area, before any placement, comes to 0.2036.
- The global-route wire length before repair is 6927 um, for reference.
- The setup slack on the worst flop-to-flop path is 0.99 ns, for reference.
- Averaged over all synthesized cells, the footprint is 9.777 sq um.
- The critical path class is register to register, for reference.
- The DRC violations left is 0, for reference.
- At the pin with the least slew margin, the transition time is 0.7309 ns.
- The leakage component of the power is 0.9864 nW, for reference.
- STA lists the startpoint of the worst register-to-register path as gen_loop[0].morse_inst.datapath_inst.timer.q[0].
- The synthesis-to-finish area growth is 14.35%, for reference.
- The met2 usage is 0.08099, for reference.
- The later-pin clock latency in the skew report is 0.29 ns, for reference.
- The combined global-route utilization of all metal layers is 0.05453, for reference.
- After detailed routing, the number of vias per cell comes to 4.097.
- The Yosys step of the flow raised 6 warnings.
- After synthesis the cells add up to 2102 sq um.
- The total vias in the final route is 1471, for reference.
- The floorplan row count is 37, for reference.
- The chip occupies 15130 sq um.
- Counting I/O delays and the setup requirement, the final critical path takes 2.312 ns.
- The highest ir drop seen on vdd is 0.2141 mV, for reference.
- The final core utilization is 0.2328, for reference.
- The number of cells on the worst reg-to-reg path is 7.
- The number of diodes is 0, for reference.
- The buffer_ports step reported a buffer count of 6.
- The via count of the first global-routing pass is 1457.
- Data on the critical path is required at its endpoint by 3.47 ns.
- Setup repair after global routing left no endpoint under its margin.
- The number of DRC markers in iteration 0 is 84, for reference.
- The summed negative setup slack over all endpoints is 0 ns, for reference.
- Per the post-synthesis report, the number of cells in the design is 215.
- Per the cell usage report, the commonest logic cells after layout are 40 x dfrtp_1, 32 x nor2_1, 16 x nand2_1.
- The number of antenna violations at the first check in global routing came to 0.
- The clock net in this run drives a total of 41 sinks.
- Per the final layout report, the fraction of cells sized above drive strength 1 comes to 0.07175.
- According to the hold report, the worst path is of the primary input to asynchronous set/reset pin type.
- The number of distinct standard cells referenced by the synthesized netlist is 40, for reference.
- After layout, the design draws a total of 1.097 mW.
- The worst flop-to-flop path endpoint is gen_loop[0].morse_inst.datapath_inst.timer.q[1], for reference.
- The run finished with clean final reports.
- Once the clock tree was built, the resizer swapped 0 gates to a different size.
- The die boundary width is 123 um, for reference.
- The final routed wire length divided by cell count is 10.91 um, for reference.
- Routing resource usage on met1 recorded by global route was 0.08180.
- The most instantiated logic cell after routing is dfrtp_1, for reference.
- Entering global routing, the biggest net connects 30 pins.
- The startpoint type of the worst setup path is a register, for reference.
- The hold-fix buffer count after cts is 0, for reference.
- In this run the cell area measured after placement is 2302 sq um.
- Routing resource usage on met3 recorded by global route was 0.01203.
- The logs give a warning total of 26.
- Recorded from the global router log, the overflow total was 0.
- Looking at the critical path, the highest net fanout was 12.
- The clock passes through at most 2 buffers.
- The yosys stat chip area is 2102 sq um, for reference.
- The post-route cell area is 2404 sq um, for reference.
- Per the repair_timing log after CTS, setup buffers inserted total 0.
- The number of synthesized register bits is 41, for reference.
- The post-route clock period utilization is 0.7007, for reference.
- Of all flip-flops after synthesis, the portion carrying an async set or reset was 1.000.
- Routability-driven placement finished with a final weighted congestion of 0.8001.
- The final timing report counts setup violations totalling 0.
- For reference, the final report shows the max-slew violation count at 0.
- Across the run, the number of max-cap violations was 0.
- In this run, CTS created clock tree buffers numbering 5.
- The power density normalized to cell area is 456.3 nW/um^2, for reference.
- Global route summary, busiest routing layer listed as met1.
## flip-flops by register name (all words and copies together), names as in the netlist, named ones only
signal / count
gen_loop.morse_inst.datapath_inst.timer.q: 27
gen_loop.morse_inst.datapath_inst.length_reg.q: 2
gen_loop.morse_inst.datapath_inst.symbol_counter.q: 2
gen_loop.morse_inst.control_inst.current_state: 6
## report_power, final
group	total [mW]	internal, mW	switching [mW]	leakage (nW)
clock	0.357	0.189	0.168	0.0542
sequential	0.609	0.548	0.0602	0.535
combinational	0.131	0.0679	0.0631	0.398
## cells by family (layout without fill, tap and decap cells)
kind of cell	Yosys count	count (layout)	synth area share
xor gates and xnor gates	26	26	0.1083
DFF	41	41	0.4887
buffers and inverters	14	22	0.02976
AOI/OAI and AO/OA	20	20	0.06667
muxes	4	4	0.02024
adders and majority gates	2	2	0.01190
and+or+nand+nor	108	108	0.2744
## critical path, cell delays in order (launching register included)
cell and delay (ns):
dfrtp_1 0.41, inv_1 0.11, ha_1 0.15, nor4bb_1 0.31
nand4_1 0.19, a2111oi_4 0.73, mux2i_1 0.25, nor2_1 0.05
## per-layer routing
| metal | up-vias | wire length (um) |
|---|---|---|
| li1 | 758 | - |
| met4 | 0 | 63 |
| met2 | 9 | 1675 |
| met1 | 699 | 2088 |
| met5 | - | 0 |
| met3 | 5 | 90 |
## worst max-delay path by stage
| stage | start | end | slack [ns] | cells past startpoint |
|---|---|---|---|---|
| 6_report | gen_loop[0].morse_inst.datapath_inst.timer.q[0] | gen_loop[0].morse_inst.datapath_inst.timer.q[1] | 0.99 | 7 |
| 5_1_grt | gen_loop[0].morse_inst.datapath_inst.timer.q[0] | gen_loop[0].morse_inst.datapath_inst.timer.q[1] | 0.87 | 7 |
| 4_1_cts | gen_loop[0].morse_inst.datapath_inst.timer.q[0] | gen_loop[0].morse_inst.datapath_inst.timer.q[1] | 1.01 | 7 |
## cell type report
class	count	area, sq um
clock inverters	1	5.005
inverters	6	22.52
well taps	136	170.2
flip-flops and latches	41	1027
clock buffers	7	96.34
multi-input cells	160	1012
repair buffers	8	70.07
fillers	1067	7920
## through the flow
step / setup slack [ns] / hold WS (ns) / std cells
final: 0.9878 / 0.2443 / 359
after global routing: 0.8684 / 0.2576 / 359
after CTS: 1.012 / 0.2474 / 359
after detailed placement: 1.028 / 0.4820 / 351
after global placement: 1.106 / 0.4629 / 351
after floorplan: 1.392 / 0.3644 / 215
## synthesized netlist by cell type (all sizes together) (4+ instances only)
| cell type | count | share of area |
|---|---|---|
| inv | 6 | 0.011 |
| xor2 | 14 | 0.058 |
| a21oi | 8 | 0.019 |
| and3 | 5 | 0.015 |
| dfrtp | 40 | 0.48 |
| nor4 | 4 | 0.012 |
| nor2b | 6 | 0.018 |
| clkbuf | 5 | 0.0089 |
| nor2 | 32 | 0.057 |
| o21ai | 5 | 0.012 |
| nand3 | 11 | 0.026 |
| xnor2 | 12 | 0.050 |
| nand4 | 7 | 0.021 |
| and4 | 4 | 0.017 |
| nand2 | 16 | 0.029 |
| nor3 | 6 | 0.014 |
Power figures rest on the tool's default switching activity, not on a simulated workload.
